--- flow/design.v ---
`timescale 1ns / 1ps
module dp_comp(a,b,lt,gt,eq);
parameter datawidth = 8;
input [datawidth-1:0] a,b;
output reg lt,gt,eq;
always @(a or b) begin
lt <= 0;
gt <= 0;
eq <= 0;
	if (a<b)
		lt <= 1;
	else if (a>b)
		gt <= 1;
	else
		eq <= 1; 
end
endmodule
`timescale 1ns / 1ps
module controller(c_clk,c_rst,c_go,c_c_ld,c_c_clr,c_d_ld,c_d_clr,c_t1_ld,c_t2_ld,c_sel_add,c_sel_data,c_c_lt_n_1,c_d_lt_n_1_c,c_t1_gt_t2, c_re, c_we,c_i_clr,c_i_ld,c_done,c_i_lt_n_1);
input c_clk,c_rst,c_go,c_c_lt_n_1,c_d_lt_n_1_c,c_t1_gt_t2,c_i_lt_n_1;
output reg c_c_ld,c_c_clr,c_d_ld,c_d_clr,c_t1_ld,c_t2_ld,c_sel_add,c_sel_data,c_re,c_we,c_i_clr,c_i_ld,c_done;
reg [3:0] state, nstate;
parameter [3:0] s_wait = 0, init_c = 1, check_c = 2, init_d = 3, check_d = 4, read_t1 = 5, read_t2 = 6, check_t1_t2 = 7, write_t1 = 8, write_t2 = 9, inc_d = 10, inc_c = 11, check_i = 12, read_sorted = 13, inc_i = 14;
always@(state, c_go, c_c_lt_n_1, c_d_lt_n_1_c, c_t1_gt_t2, c_i_lt_n_1) begin
c_c_ld <= 0;
c_c_clr <= 0;
c_d_ld <= 0;
c_d_clr <= 0;
c_t1_ld <= 0;
c_t2_ld <= 0;
c_sel_add <= 0;
c_sel_data <= 0;
c_we <= 0;
c_i_clr <= 0;
c_i_ld <= 0;
case(state)
	s_wait: begin
	   c_done <= 0;
	   c_re <= 0;
	   if (c_go == 0 )
			nstate <= s_wait;
	   else
			nstate <= init_c;
	end
	init_c: begin
	   c_c_clr <= 1;
	   c_c_ld <= 0;
	   c_d_clr <= 0;
	   c_d_ld <= 0;
	   c_i_clr <= 1;
       c_i_ld <= 0;
       c_re <= 0;
	   nstate <= check_c;	
	end
	check_c: begin
	   c_c_clr <= 0;
	   c_c_ld <= 0;
	   if (c_c_lt_n_1 == 1)
		  nstate <= init_d;
	   else 
		  nstate <= check_i;
	end
	init_d: begin
	   c_d_clr <= 1;
	   nstate <= check_d;
	end
    check_d: begin
	   c_d_clr <= 0;
	   c_d_ld <= 0;
	   if (c_d_lt_n_1_c == 1)
		  nstate <= read_t1;
	   else 
		  nstate <= inc_c;
	end
	read_t1: begin
	   c_t1_ld <= 1;
	   c_sel_add <= 0;
	   c_done <= 0;
	   c_re <= 1;
	   nstate <= read_t2;
	end
	read_t2: begin
	   c_t1_ld <= 0;
	   c_t2_ld <= 1;
	   c_sel_add <= 1;
	   c_done <= 0;
	   c_re <= 1;
	   nstate <= check_t1_t2;
	end
	check_t1_t2: begin
	   c_t2_ld <= 0;
	   c_re <= 0;
	   if (c_t1_gt_t2 == 1)
	       nstate <= write_t1;
		else
		   nstate <= inc_d;
	end
	write_t1: begin
	   c_we <= 1;
	   c_sel_add <= 1;
	   c_sel_data <= 0;
	   c_done <= 0;
	   nstate <= write_t2;
	end
	write_t2: begin
	   c_we <= 1;
	   c_sel_add <= 0;
	   c_sel_data <= 1;
	   c_done <= 0;
	   nstate <= inc_d;
	end
	inc_d: begin
	   c_d_ld <= 1;
	   c_we <= 0;
	   c_re <= 0;
	   nstate <= check_d;
	end
	inc_c: begin
	   c_c_ld <= 1;
	   nstate <= check_c;
	end
	check_i: begin
	   c_i_clr <= 0;
       c_i_ld <= 0;
       c_done <= 1;    
       if (c_i_lt_n_1 == 1)
          nstate <= read_sorted;
       else 
          nstate <= s_wait;
    end
    read_sorted: begin
        c_re <= 1;
        c_done <= 1;
        nstate <= inc_i;
     end
     inc_i: begin
        c_done <= 1;
        c_i_ld <= 1;
        nstate <= check_i;
     end 
	default: begin
		nstate <= s_wait;
	end
	endcase
end
always@(posedge c_clk) begin
	if (c_rst==1) begin
		state <= s_wait;
	end
	else begin
	   state <= nstate;
	end
end
endmodule
`timescale 1ns / 1ps
module datapath(d_clk,d_c_clr,d_c_ld,d_d_ld,d_d_clr,d_t1_ld,d_t2_ld,d_sel_add,d_sel_data,d_c_lt_n_1, d_d_lt_n_1_c, d_t1_gt_t2,d_n,d_wdata,d_address, d_rdata,d_i_clr, d_i_ld, d_done,d_i_lt_n_1);
input [7:0] d_rdata;
input [5:0] d_n;
input d_clk,d_c_clr,d_c_ld,d_d_ld,d_d_clr,d_t1_ld,d_t2_ld,d_sel_add,d_sel_data,d_i_clr,d_i_ld,d_done;
output d_t1_gt_t2,d_c_lt_n_1,d_d_lt_n_1_c,d_i_lt_n_1;
output [4:0] d_address;
output [7:0] d_wdata;
wire [5:0] d_c_input,d_c_val,d_d_input,d_d_val,d_n_1,d_n_1_c,d_i_input,d_i_val,d_add_d;
wire [7:0] d_temp1,d_temp2;
dp_reg #(.datawidth (6)) c_reg (d_c_input, d_c_val,d_clk,d_c_clr,d_c_ld);
dp_inc #(.datawidth (6)) c_inc (d_c_val, d_c_input);
dp_sub #(.datawidth (6)) c_sub (d_n,1,d_n_1);
dp_comp #(.datawidth (6)) c_lt(d_c_val,d_n_1,d_c_lt_n_1,,);
dp_reg #(.datawidth (6)) d_reg (d_d_input, d_d_val,d_clk,d_d_clr,d_d_ld);
dp_inc #(.datawidth (6)) d_inc (d_d_val, d_d_input);
dp_sub #(.datawidth (6)) d_sub (d_n_1,d_c_val,d_n_1_c);
dp_comp #(.datawidth (6)) d_lt(d_d_val,d_n_1_c,d_d_lt_n_1_c,,);
dp_mux2x1 #(.datawidth (6)) mux2x1_1 (d_d_input, d_d_val, d_sel_add,d_add_d);
dp_reg #(.datawidth (6)) i_reg (d_i_input, d_i_val,d_clk,d_i_clr,d_i_ld);
dp_inc #(.datawidth (6)) i_inc (d_i_val, d_i_input);
dp_comp #(.datawidth (6)) i_lt(d_i_val,d_n_1,d_i_lt_n_1,,);
dp_mux2x1 #(.datawidth (5)) mux2x1_2 (d_i_val, d_add_d, d_done,d_address);
dp_reg #(.datawidth (8)) temp1_reg (d_rdata, d_temp1,d_clk,0,d_t1_ld);
dp_reg #(.datawidth (8)) temp2_reg (d_rdata, d_temp2,d_clk,0,d_t2_ld);
dp_comp #(.datawidth (8)) t1t2_gt(d_temp1,d_temp2,,d_t1_gt_t2,);
dp_mux2x1 #(.datawidth (8)) mux2x1_3 (d_temp2,d_temp1,d_sel_data,d_wdata);
endmodule
`timescale 1ns / 1ps
module dp_inc(a,b);
parameter  datawidth = 8;
input [datawidth-1:0] a;
output reg [datawidth-1:0] b;
always@(a) begin
	b<=a+1;
end
endmodule
`timescale 1ns / 1ps
module DataMemory(Address, WriteData, Clk, MemWrite, MemRead, ReadData); 
    input [4:0] Address;   
    input [7:0] WriteData;  
    input Clk;
    input MemWrite;         
    input MemRead;          
    output reg[7:0] ReadData; 
    reg [7:0] Memory[0:31];    
    always @(posedge Clk) begin      
        if (MemWrite==1)
            Memory[Address] = WriteData;
    end
    always @(Address or MemRead) begin
        if (MemRead == 1)
            ReadData <= Memory[Address];    
    else
        ReadData <= 8'h00;
    end 
    initial begin
                     Memory[0] = 32'h8;
                     Memory[1] = 32'h5;
                     Memory[2] = 32'h2;
                     Memory[3] = 32'h1;
                     Memory[4] = 32'h4;
                     Memory[5] = 32'h5;
                     Memory[6] = 32'h18;
                     Memory[7] = 32'h38;
                     Memory[8] = 32'h40;
                     Memory[9] = 32'h48;
                     Memory[10] = 32'h50;
                     Memory[11] = 32'h58;
                     Memory[12] = 32'h1c;
                     Memory[13] = 32'h3;
                     Memory[14] = 32'h4;
                     Memory[15] = 32'h5;
                     Memory[16] = 32'h6;
                     Memory[17] = 32'h1e;
                     Memory[18] = 32'h23;
                     Memory[19] = 32'h18;
                     Memory[20] = 32'h1e;
                     Memory[21] = 32'h24;
                     Memory[22] = 32'h2a;
                     Memory[23] = 32'h31;
                     Memory[24] = 32'h28;
                     Memory[25] = 32'h6;
                     Memory[26] = 32'h21;
                     Memory[27] = 32'h13;
                     Memory[28] = 32'hf;
                     Memory[29] = 32'hc;
                     Memory[30] = 32'h19;
                     Memory[31] = 32'h18;
    end
endmodule
`timescale 1ns / 1ps
module dp_mux2x1(a,b,sel,c);
parameter datawidth = 8;
input [datawidth-1:0] a,b;
input sel;
output reg [datawidth-1:0] c;
always@(a or b or sel) begin
	if (sel == 1)
		c <= a;
	else
		c <= b;
end
endmodule
`timescale 1ns / 1ps
module dp_reg(a,b,clk,clr,ld);
parameter datawidth = 8;
input[datawidth-1:0] a;
input clr, ld, clk;
output reg [datawidth-1:0] b;
always@(posedge clk) begin
	if (clr == 1)
		b <= 0;
	else if (ld == 1)
		b <= a;
end
endmodule
`timescale 1ns / 1ps
module sort_top ( t_go, t_rst, t_clk, t_n, t_sorted_data, t_done);
input t_go, t_rst, t_clk;
input [5:0] t_n;
output [7:0] t_sorted_data;
output t_done;
wire t_c_ld,t_c_clr,t_d_ld,t_d_clr,t_t1_ld,t_t1_clr,t_t2_ld,t_t2_clr,t_sel_add,t_sel_data,t_c_lt_n_1,t_d_lt_n_1_c,t_t1_gt_t2,t_re,t_we,t_i_clr,t_i_ld,t_i_lt_n_1;
wire [4:0] t_address;
wire [7:0] t_wdata;
controller sort_controller (t_clk,t_rst,t_go,t_c_ld,t_c_clr,t_d_ld,t_d_clr,t_t1_ld,t_t2_ld,t_sel_add,t_sel_data,t_c_lt_n_1,t_d_lt_n_1_c,t_t1_gt_t2,t_re,t_we,t_i_clr,t_i_ld,t_done,t_i_lt_n_1);
datapath sort_datapath(t_clk,t_c_clr,t_c_ld,t_d_ld,t_d_clr,t_t1_ld,t_t2_ld,t_sel_add,t_sel_data,t_c_lt_n_1,t_d_lt_n_1_c,t_t1_gt_t2,t_n,t_wdata,t_address,t_sorted_data,t_i_clr,t_i_ld,t_done,t_i_lt_n_1);
DataMemory sort_datamemory(t_address,t_wdata,t_clk,t_we,t_re,t_sorted_data); 
endmodule
`timescale 1ns / 1ps
module dp_sub(a,b,c);
parameter datawidth = 8;
input [datawidth-1:0] a,b;
output reg [datawidth-1:0] c;
always@(a or b) begin
	c <= a-b;
end
endmodule
--- flow/run.sh ---
#!/bin/bash
# OpenROAD 26Q1-2900-gdf79404cd8, Yosys 0.63+post, stock flow scripts
make -C /OpenROAD-flow-scripts/flow DESIGN_CONFIG=/design/flow/config.mk WORK_HOME=/design/flow/orfs finish
--- flow/config.mk ---
export PLATFORM = sky130hd
export DESIGN_NAME = sort_top
export DESIGN_NICKNAME = sort_top
export VERILOG_FILES = /design/flow/design.v
export SDC_FILE = /design/flow/constraint.sdc
export NUM_CORES = 4
export LEC_CHECK = 1
export CORE_UTILIZATION = 30
--- flow/constraint.sdc ---
current_design sort_top

set clk_period 10.1
set clk_io_pct 0.2

create_clock -name clk0 -period $clk_period [get_ports {t_clk}]

set non_clock_inputs [all_inputs -no_clocks]
set_input_delay [expr $clk_period * $clk_io_pct] -clock clk0 $non_clock_inputs
set_output_delay [expr $clk_period * $clk_io_pct] -clock clk0 [all_outputs]
==> run_results.csv <==
group,metric,value,unit
placed_design,pre_cts_ws,3.85,ns
final_timing,setup_slack,3.27,ns
final_timing,slew_viol_final,0,
final_timing,fin_crit,6.83,ns
placed_design,gp_congestion,0.909,
placed_design,dpl-instance-area,14100,um^2
final_layout,drive_gt1_share,9.22,%
yosys,ys_top_cells_by_area,"edfxtp_1 61%, nand2_1 5.6%, dfxtp_1 5.0%",
yosys,edf_count,272,
die,ios,18,
yosys,netlist_area,13300,um^2
clock_tree,cts_hold_buffers,0,
detailed_routing,via_per_inst,5.00,
worst_setup_path,worst-path-buf-inv,3,
clock_tree,cts_resized,0,
final_timing,maxSlewHeadroom,34.4,%
clock_tree,post_cts_buffers,0,
yosys,synth.largest_area_cell,"edfxtp_1",
final_timing,finalSetupViolCount,0,
yosys,synthArstFlopShare,0,%
yosys,yosys_cells,1046,
final_timing,fmax,0.146,GHz
global_routing,overflow,0,
detailed_routing,via_count,8355,
worst_setup_path,critPathLaunchType,"flop",
clock_tree,cts_tree,"built",
clock_tree,clk_latency,0.55,ns
yosys,top_area_share,61.4,%
min_path,hold_path_class,"reg -> reg",
placed_design,io_buffers,17,
run,tool_warnings,25,
yosys,ff_type,"edfxtp_1",
detailed_routing,drtIter0Drc,603,
yosys,ys_ff,307,
final_timing,tightest_slew,0.975,ns
die,die_x,213,um
worst_setup_path,cp_common_cell,"buf_4",
yosys,ys_warn_count,16,
detailed_routing,post_drt_wl_per_cell,18.9,um
clock_tree,htree_levels,1,
clock_tree,cts_buffers,30,
final_timing,fin_crit_sh,67.6,%
yosys,synthCells,1046,
final_timing,hold_viol,0,
power_and_ir_drop,power.leakage,0.00510,uW
run_status,status,"complete, no violations",
final_timing,untimed_endpoints,3,
run,maxCapViolCount,0,
global_routing,grt_max_degree,54,
final_timing,fin_worst_skew,0.00878,ns
die,die_y,213,um
detailed_routing,drt-total-wl,31500,um
global_routing,grt_pass1_vias,8540,
worst_setup_path,crit_type,"reg -> out",
yosys,most_common_cell,"edfxtp_1",
power_and_ir_drop,p_total,2740,uW
yosys,synth_cell_types,65,
die,dieArea,45200,um^2
detailed_routing,drtPass1Iterations,5,
detailed_routing,detail-route-antenna-nets,0,
detailed_routing,insertedDiodeCount,0,
worst_setup_path,arrival,4.81,ns
detailed_routing,drc,0,
final_timing,fin_tns_setup,0,ns
clock_tree,root_buffer,"clkbuf_16",
yosys,syn_area_per_cell,12.7,um^2
worst_setup_path,crit_path_top_delay_cell,"dfxtp_1",
worst_setup_path,cp.required,8.08,ns
die,rows,76,
worst_setup_path,crit_fanout,53,
global_routing,antenna_found_initial,0,
final_timing,rsz0062_at_grt,"false",
global_routing,grt_pass1_wl,48300,um
placed_design,hpwl,19700,um
worst_setup_path,cp_top_family,"buffers and inverters",
final_timing,unclocked_regs,2,
power_and_ir_drop,ir_worst_vdd,122,uV
final_layout,final_area,15100,um^2
worst_setup_path,worstSetupEndpointType,"output port",
final_layout,syn_to_final_growth,13.9,%
final_timing,fin_hold_ws,0.466,ns
worst_setup_path,crit_path_cell_trace,"o21a_1 -> o31a_2 -> buf_4 -> buf_4 -> nand2_1 -> and3_1 -> a311oi_1 -> a31oi_1 -> a221oi_1 -> clkdlybuf4s50_1",
global_routing,grt_usage,14.9,%
worst_setup_path,cpPeakStageDelay,0.79,ns
yosys,synth.top_cells.by_count,"272 x edfxtp_1, 200 x nand2_1, 64 x nor2_1",
power_and_ir_drop,power_density,181,nW/um^2
clock_tree,clockBufferDepth,3,
clock_tree,clk_pin_slew,0.06,ns
die,core,43400,um^2
die,initial_core_util,30.7,%
yosys,ys_chip_area,13300,um^2
==> power breakdown <==
group / internal, uW / total, uW / switching (uW)
Combinational: 62.6 / 182 / 120
Clock: 736 / 1190 / 455
Sequential: 1360 / 1360 / 4.61
Total: 2160 / 2740 / 579
==> cell type report <==
type / instances / area, um^2
multi-input cells: 661 / 4070
repair buffers: 39 / 335
inverters: 22 / 82.6
well taps: 585 / 732
fillers: 4134 / 28200
flip-flops and latches: 307 / 8860
clock buffers: 35 / 791
clock inverters: 21 / 280
==> cells in the final DEF (no fill, tap or decap), types with 6 or more instances in the layout <==
master           count
a2111oi_0            6
a211oi_1            10
a21o_1               6
a21oi_1             41
a221oi_1             6
a311oi_1             7
a31oi_1             11
and3_1              16
buf_4               22
bufinv_16            7
clkbuf_16           31
clkdlybuf4s50_1     17
clkinv_2             7
dfxtp_1             33
edfxtp_1           272
ha_1                27
inv_1               22
mux2_2              18
mux2i_1             28
nand2_1            200
nand2b_1            11
nand3_1             34
nand4_1             22
nor2_1              64
nor2b_1              9
nor3_1              11
o211ai_1             6
o21a_1              10
o21ai_0             20
or3_1                9
xnor2_1             10
xor2_1              13
==> cells by family after synthesis <==
| family | share of synthesized area (%) |
|---|---|
| flip-flops | 66.4 |
| XOR/XNOR | 1.68 |
| buffers and inverters | 2.95 |
| AND/OR/NAND/NOR | 13.5 |
| multiplexers | 3.97 |
| adder cells (fa/ha/maj) | 2.77 |
| AND-OR/OR-AND | 8.57 |
| latches | 0.226 |
==> metrics by stage <==
step | util (%) | std cells
after global placement | 32.5 | 1614
after floorplan | - | 1046
after global routing | 34.9 | 1670
after CTS | 34.9 | 1670
after detailed placement | 32.5 | 1614
final | 34.9 | 1670
==> worst min-delay path, cell delays in order (launching register included) <==
cell	delay, ns
dfxtp_1	0.30
nand2b_1	0.08
nor2_1	0.04
==> sequential cells by signal (all words and copies together), names as in the netlist <==
signal	flops
sort_datamemory.Memory	256
sort_controller.state	15
sort_datapath.temp1_reg.b	8
sort_datapath.temp2_reg.b	8
sort_datapath.c_reg.b	6
sort_datapath.d_reg.b	6
sort_datapath.i_reg.b	6
sort_controller.c_done	1
sort_controller.c_re	1
==> worst paths after layout <==
kind	startpoint	to	slack, ns	cells after the start
worst min-delay path	sort_controller.state[2]	sort_controller.state[13]	0.47	2
worst min register to register	sort_controller.state[2]	sort_controller.state[13]	0.47	2
worst max-delay path	sort_controller.state[6]	t_sorted_data[7]	3.27	10
worst max register to register	sort_controller.state[6]	sort_datapath.temp1_reg.b[2]	6.07	9
==> metal layers <==
layer	global-route usage, %	wire length, um	vias up
li1	-	-	3930
met1	19.0	12600	4002
met2	22.7	14300	371
met3	8.55	3860	52
met4	3.13	799	0
met5	0	0	-
Power is estimated from default activity; no workload was simulated.
